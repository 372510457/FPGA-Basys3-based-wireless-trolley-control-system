## /design/flow/config.mk

```make
export PLATFORM = sky130hd
export DESIGN_NAME = Processor
export DESIGN_NICKNAME = Processor
export VERILOG_FILES = /design/flow/design.v
export SDC_FILE = /design/flow/constraint.sdc
export NUM_CORES = 4
export LEC_CHECK = 1
export CORE_UTILIZATION = 50
```

## /design/flow/constraint.sdc

```tcl
current_design Processor

set clk_period 8.1
set clk_io_pct 0.2

create_clock -name clk0 -period $clk_period [get_ports {CLK}]

set non_clock_inputs [all_inputs -no_clocks]
set_input_delay [expr $clk_period * $clk_io_pct] -clock clk0 $non_clock_inputs
set_output_delay [expr $clk_period * $clk_io_pct] -clock clk0 [all_outputs]
```

## /design/flow/design.v

```verilog
`timescale 1ns / 1ps
module ALU(
    input CLK,
    input RESET,
    input [7:0] IN_A,
    input [7:0] IN_B,
    input [3:0] ALU_Op_Code,
    output [7:0] OUT_RESULT
    );
    reg [7:0] Out;
    always@(posedge CLK) begin
        if(RESET)
            Out <= 0;
        else begin
          case (ALU_Op_Code)
              4'h0: Out <= IN_A + IN_B;
              4'h1: Out <= IN_A - IN_B;
              4'h2: Out <= IN_A * IN_B;
              4'h3: Out <= IN_A << 1;
              4'h4: Out <= IN_A >> 1;
              4'h5: Out <= IN_A + 1'b1;
              4'h6: Out <= IN_B + 1'b1;
              4'h7: Out <= IN_A - 1'b1;
              4'h8: Out <= IN_B - 1'b1;
              4'h9: Out <= (IN_A == IN_B) ? 8'h01 : 8'h00;
                4'hA: Out <= (IN_A > IN_B) ? 8'h01 : 8'h00;
                4'hB: Out <= (IN_A < IN_B) ? 8'h01 : 8'h00;
                4'hC: Out <= (IN_A[0] | IN_B[0]) ? 8'h01 : 8'h00;
                default: Out <= IN_A;
            endcase
        end
    end
    assign OUT_RESULT = Out;
 endmodule
`timescale 1ns / 1ps
module Processor(
    input CLK,
    input RESET,
    inout [7:0] BUS_DATA,
    output [7:0] BUS_ADDR,
    output BUS_WE,
    output [7:0] ROM_ADDRESS,
    input [7:0] ROM_DATA,
    input [1:0] BUS_INTERRUPTS_RAISE,
    output [1:0] BUS_INTERRUPTS_ACK
   );
    wire [7:0] BusDataIn;
    reg [7:0] CurrBusDataOut, NextBusDataOut;
    reg CurrBusDataOutWE, NextBusDataOutWE;
    assign BusDataIn = BUS_DATA;
    assign BUS_DATA = CurrBusDataOutWE ? CurrBusDataOut : 8'hZZ;
    assign BUS_WE = CurrBusDataOutWE;
    reg [7:0] CurrBusAddr, NextBusAddr;
    assign BUS_ADDR = CurrBusAddr;
    reg [7:0] CurrRegA, NextRegA;
    reg [7:0] CurrRegB, NextRegB;
    reg CurrRegSelect, NextRegSelect;
    reg [7:0] CurrProgContext, NextProgContext;
    reg [1:0] CurrInterruptAck, NextInterruptAck;
    assign BUS_INTERRUPTS_ACK = CurrInterruptAck;
    reg [7:0] CurrProgCounter, NextProgCounter;
    reg [1:0] CurrProgCounterOffset, NextProgCounterOffset;
    wire [7:0] ProgMemoryOut;
    wire [7:0] ActualAddress;
    assign ActualAddress = CurrProgCounter + CurrProgCounterOffset;
    assign ROM_ADDRESS = ActualAddress;
    assign ProgMemoryOut = ROM_DATA;
    wire [7:0] AluOut;
    ALU ALU0(
        .CLK(CLK),
        .RESET(RESET),
        .IN_A(CurrRegA),
        .IN_B(CurrRegB),
        .ALU_Op_Code(ProgMemoryOut[7:4]),
        .OUT_RESULT(AluOut)
    );
    parameter [7:0]  
    IDLE = 8'hF0,  
    GET_THREAD_START_ADDR_0 = 8'hF1,  
    GET_THREAD_START_ADDR_1 = 8'hF2,  
    GET_THREAD_START_ADDR_2 = 8'hF3,  
    CHOOSE_OPP = 8'h00,
    READ_FROM_MEM_TO_A = 8'h10,  
    READ_FROM_MEM_TO_B = 8'h11,  
    READ_FROM_MEM_0 = 8'h12,  
    READ_FROM_MEM_1 = 8'h13,  
    READ_FROM_MEM_2 = 8'h14,  
    WRITE_TO_MEM_FROM_A = 8'h20,  
    WRITE_TO_MEM_FROM_B = 8'h21,  
    WRITE_TO_MEM_0 = 8'h22,  
    DO_MATHS_OPP_SAVE_IN_A = 8'h30,  
    DO_MATHS_OPP_SAVE_IN_B = 8'h31,  
    DO_MATHS_OPP_0 = 8'h32,  
    IF_A_EQUALITY_B_GOTO = 8'h40,
    IF_A_EQUALITY_B_GOTO_0 = 8'h41,
    IF_A_EQUALITY_B_GOTO_1 = 8'h42,
    GOTO = 8'h50,
    GOTO_0 = 8'h51,
    GOTO_1 = 8'h52,
    FUNCTION_START = 8'h60,
    FUNCTION_START_0 = 8'h61,
    FUNCTION_START_1 = 8'h62,
    RETURN = 8'h70,
    RETURN_1 = 8'h71,
    DE_REFERENCE_A = 8'h80,
    DE_REFERENCE_B = 8'h81,
    DE_REFERENCE_0 = 8'h82,
    DE_REFERENCE_1 = 8'h83;
    reg [7:0] CurrState, NextState;
    always@(posedge CLK) begin
        if(RESET) begin
            CurrState = 8'h00;
            CurrProgCounter = 8'h00;
            CurrProgCounterOffset = 2'h0;
            CurrBusAddr = 8'hFF;  
            CurrBusDataOut = 8'h00;
            CurrBusDataOutWE = 1'b0;
            CurrRegA = 8'h00;
            CurrRegB = 8'h00;
            CurrRegSelect = 1'b0;
            CurrProgContext = 8'h00;
            CurrInterruptAck = 2'b00;
        end 
        else begin
            CurrState = NextState;
            CurrProgCounter = NextProgCounter;
            CurrProgCounterOffset = NextProgCounterOffset;
            CurrBusAddr = NextBusAddr;
            CurrBusDataOut = NextBusDataOut;
            CurrBusDataOutWE = NextBusDataOutWE;
            CurrRegA = NextRegA;
            CurrRegB = NextRegB;
            CurrRegSelect = NextRegSelect;
            CurrProgContext = NextProgContext;
            CurrInterruptAck = NextInterruptAck;
        end
    end
    always@* begin
        NextState = CurrState;
        NextProgCounter = CurrProgCounter;
        NextProgCounterOffset = 2'h0;
        NextBusAddr = 8'hFF;
        NextBusDataOut = CurrBusDataOut;
        NextBusDataOutWE = 1'b0;
        NextRegA = CurrRegA;
        NextRegB = CurrRegB;
        NextRegSelect = CurrRegSelect;
        NextProgContext = CurrProgContext;
        NextInterruptAck = 2'b00;
        case (CurrState)
            IDLE: begin
                if(BUS_INTERRUPTS_RAISE[0]) begin  
                    NextState = GET_THREAD_START_ADDR_0;
                    NextProgCounter = 8'hFF;
                    NextInterruptAck = 2'b01;
                end 
                else if(BUS_INTERRUPTS_RAISE[1]) begin  
                    NextState = GET_THREAD_START_ADDR_0;
                    NextProgCounter = 8'hFE;
                    NextInterruptAck = 2'b10;
                end 
                else begin
                    NextState = IDLE;
                    NextProgCounter = 8'hFF;  
                    NextInterruptAck = 2'b00;
                end
            end
            GET_THREAD_START_ADDR_0: begin
                NextState = GET_THREAD_START_ADDR_1;
            end
            GET_THREAD_START_ADDR_1: begin
                NextState = GET_THREAD_START_ADDR_2;
                NextProgCounter = ProgMemoryOut;
            end
            GET_THREAD_START_ADDR_2:
                NextState = CHOOSE_OPP;
            CHOOSE_OPP: begin
                case (ProgMemoryOut[3:0])
                    4'h0: NextState = READ_FROM_MEM_TO_A;
                    4'h1: NextState = READ_FROM_MEM_TO_B;
                    4'h2: NextState = WRITE_TO_MEM_FROM_A;
                    4'h3: NextState = WRITE_TO_MEM_FROM_B;
                    4'h4: NextState = DO_MATHS_OPP_SAVE_IN_A;
                    4'h5: NextState = DO_MATHS_OPP_SAVE_IN_B;
                    4'h6: NextState = IF_A_EQUALITY_B_GOTO;
                    4'h7: NextState = GOTO;
                    4'h8: NextState = IDLE;
                    4'h9: NextState = FUNCTION_START;
                    4'hA: NextState = RETURN;
                    4'hB: NextState = DE_REFERENCE_A;
                    4'hC: NextState = DE_REFERENCE_B;
                    default: NextState = CurrState;
                endcase
                NextProgCounterOffset = 2'h1;
            end
            READ_FROM_MEM_TO_A: begin
                NextState = READ_FROM_MEM_0;
                NextRegSelect = 1'b0;
            end
            READ_FROM_MEM_TO_B: begin
                NextState = READ_FROM_MEM_0;
                NextRegSelect = 1'b1;
            end
            READ_FROM_MEM_0: begin
                NextState = READ_FROM_MEM_1;
                NextBusAddr = ProgMemoryOut;
            end
            READ_FROM_MEM_1: begin
                NextState = READ_FROM_MEM_2;
                NextProgCounter = CurrProgCounter + 2;
            end
            READ_FROM_MEM_2: begin
                NextState = CHOOSE_OPP;
                if(!CurrRegSelect)
                    NextRegA = BusDataIn;
                else
                    NextRegB = BusDataIn;
            end
            WRITE_TO_MEM_FROM_A: begin
                NextState = WRITE_TO_MEM_0;
                NextRegSelect = 1'b0;
                NextProgCounter = CurrProgCounter + 2;
            end
            WRITE_TO_MEM_FROM_B: begin
                NextState = WRITE_TO_MEM_0;
                NextRegSelect = 1'b1;
                NextProgCounter = CurrProgCounter + 2;
            end
            WRITE_TO_MEM_0: begin
                NextState = CHOOSE_OPP;
                NextBusAddr = ProgMemoryOut;
                if(!NextRegSelect)
                    NextBusDataOut = CurrRegA;
                else
                    NextBusDataOut = CurrRegB;
                NextBusDataOutWE = 1'b1;
            end
            DO_MATHS_OPP_SAVE_IN_A: begin
                NextState = DO_MATHS_OPP_0;
                NextRegA = AluOut;
                NextProgCounter = CurrProgCounter + 1;
            end
            DO_MATHS_OPP_SAVE_IN_B: begin
                NextState = DO_MATHS_OPP_0;
                NextRegB = AluOut;
                NextProgCounter = CurrProgCounter + 1;
            end
            DO_MATHS_OPP_0: NextState = CHOOSE_OPP;
          IF_A_EQUALITY_B_GOTO: begin
              if (AluOut)
                  NextState = IF_A_EQUALITY_B_GOTO_0;
              else begin
                  NextState = IF_A_EQUALITY_B_GOTO_1;
                  NextProgCounter = CurrProgCounter +2;
              end
          end
            IF_A_EQUALITY_B_GOTO_0: begin
                NextState = IF_A_EQUALITY_B_GOTO_1;
                NextProgCounter = ProgMemoryOut;
            end
            IF_A_EQUALITY_B_GOTO_1: 
                NextState = CHOOSE_OPP;
            GOTO: NextState = GOTO_0;
            GOTO_0: begin
                NextState = GOTO_1;
                NextProgCounter = ProgMemoryOut;
            end
            GOTO_1: NextState = CHOOSE_OPP;
            FUNCTION_START: begin
                NextState = FUNCTION_START_0;
                NextProgContext = CurrProgCounter + 2;
            end
            FUNCTION_START_0: begin
                NextState = FUNCTION_START_1;
                NextProgCounter = ProgMemoryOut;
            end
            FUNCTION_START_1: NextState = CHOOSE_OPP;
            RETURN: begin
                NextState = RETURN_1;
                NextProgCounter = CurrProgContext;
            end
            RETURN_1: NextState = CHOOSE_OPP;
            DE_REFERENCE_A: begin
                NextState = DE_REFERENCE_0;
                NextBusAddr = CurrRegA;
                NextRegSelect = 1'b0;
            end
            DE_REFERENCE_B: begin
                NextState = DE_REFERENCE_0;
                NextBusAddr = CurrRegB;
                NextRegSelect = 1'b1;
            end
            DE_REFERENCE_0: begin
                NextState = DE_REFERENCE_1;
                NextProgCounter = CurrProgCounter + 1;
            end
            DE_REFERENCE_1: begin
                NextState = CHOOSE_OPP;
                if (!CurrRegSelect)
                    NextRegA = BusDataIn;
                else
                    NextRegB = BusDataIn;
            end
        endcase
    end
endmodule
```

## /design/flow/run.sh

```bash
#!/bin/bash
# OpenROAD 26Q1-2900-gdf79404cd8, Yosys 0.63+post, stock flow scripts
make -C /OpenROAD-flow-scripts/flow DESIGN_CONFIG=/design/flow/config.mk WORK_HOME=/design/flow/orfs finish
```

==> impl_metrics.ini <==
; implementation run metrics
[placed_design]
numPortBuffers = 30
detailed_place_hpwl_um = 12200
place_congestion = 0.987

[synthesis]
ys.warnings.count = 3
yosys.cell_count.top_type = sky130_fd_sc_hd__nor2_1
synth_stat.cells = 725
postSynthRegisterBits = 92
syn_area_mm2 = 0.00606
synth.top_cell.area_share = 0.304
netlist.top_cell.by_area = sky130_fd_sc_hd__dfxtp_1
asyncSetResetFlopFracSynth = 0
ys_chip_area_mm2 = 0.00606
synth.top_cells.by_count = 106 x sky130_fd_sc_hd__nor2_1, 92 x sky130_fd_sc_hd__dfxtp_1, 52 x sky130_fd_sc_hd__nand2_1
synth_top_flop_cell = sky130_fd_sc_hd__dfxtp_1
syn_inst = 725
count_of_library_flops_with_an_enable_pin = 0
top_cells_by_area = sky130_fd_sc_hd__dfxtp_1 30%, sky130_fd_sc_hd__ha_1 9.7%, sky130_fd_sc_hd__nor2_1 6.6%
netlist-cell-type-count = 64
post_synth.cell_area_avg_um2 = 8.36
ys_seq_frac = 0.304

[die]
die_x_um = 112
ios = 39
rows = 39
floorplan.die.height_um = 112
floorplanUtilization = 0.522

[outcome]
outcome = did not finish
stop_stage = 4_1_cts
error = [error] [KeplerFormal.cpp:679] Workflow failed: Iso has multiple drivers: .BUS_DATA0, BUS_DATA[0]$_SDFFE_PP0P_.Q0

[cts]
sink_count_of_the_clock_tree = 92
clk_path_buf_depth = 2
cts.repair_timing.setup_buffer_count = 0
cts.htree.levels = 3
cts_inserted_buffers = 9
clk_root_buffer_cell = sky130_fd_sc_hd__clkbuf_16
postCtsResizedCells = 0
ctsHoldBuffers = 0
through the flow:
stage                     hold slack, ns  cell area (um^2)  setup WS [ns]   util  cells
after floorplan                    0.407              6060           3.68      -    725
after detailed placement           0.423              6400           3.19  0.551    861
after global placement             0.430              6400           3.25  0.551    861
cell families after synthesis:
group,share of synthesized area
XOR/XNOR,0.0737
multiplexers,0.0419
adder cells (fa/ha/maj),0.147
AND/OR/NAND/NOR,0.189
buffers and inverters,0.0617
AND-OR/OR-AND,0.183
flip-flops,0.304
