**flow/design.v**
```verilog
`timescale 1ns / 1ps
module Frame_Buffer(
    input A_CLK,
    input [14:0] A_ADDR,  
    input A_DATA_IN,  
    output reg A_DATA_OUT,
    input A_WE,  
    input B_CLK,
    input [14:0] B_ADDR, 
    output reg B_DATA  
 );
    reg [0:0] Mem [2**15-1:0];
    always@(posedge A_CLK) begin
        if(A_WE)
            Mem[A_ADDR] <= A_DATA_IN;
        A_DATA_OUT <= Mem[A_ADDR];
    end
    always@(posedge B_CLK)
        B_DATA <= Mem[B_ADDR];
endmodule
`timescale 1ns / 1ps
module VGA_Controller(                                     
    input CLK,                                             
    input RESET,                                           
    input BUS_WE,                                                                                          
    output HS,                                             
    output VS,                                             
    output [7:0] COLOUR_OUT,                               
    inout [7:0] BUS_DATA,                                  
    input [7:0] BUS_ADDR                                   
    );                                                     
    parameter [7:0] VGABaseAddress = 8'hB0;
    wire [14:0]VGA_ADDR;                                   
    wire B_DATA;                                           
    wire DPR_CLK;                                                                                                
    reg FrameBuffer_WE;         
    reg [14:0] ADDR_FB;                                    
    reg Pixel_data;      
    wire [15:0] CONFIG_COLOUR = {8'hF8, 8'h00};                                                                                                              
    wire [14:0] ADDR_connect;               
    wire Data_FB_VGA;                          
    wire Data_FB;                              
     Frame_Buffer fb (                          
         .A_CLK(CLK),                           
         .A_ADDR(ADDR_FB),                      
         .A_DATA_IN(Pixel_data),      
         .A_DATA_OUT(Data_FB),                  
         .A_WE(FrameBuffer_WE),                 
         .B_CLK(DPR_CLK),                       
         .B_ADDR(ADDR_connect),      
         .B_DATA(Data_FB_VGA)                   
     );                                         
     VGA_Sig_Gen sig (                           
         .CLK(CLK),                             
         .RESET(RESET),                         
         .CONFIG_COLOURS(CONFIG_COLOUR),        
         .DPR_CLK(DPR_CLK),                     
         .VGA_ADDR(ADDR_connect),            
         .VGA_DATA(Data_FB_VGA),                
         .VGA_HS(HS),                           
         .VGA_VS(VS),                           
         .VGA_COLOUR(COLOUR_OUT)                
     );        
     reg VGABusWE;
     reg [7:0] Out;
     assign BUS_DATA = (VGABusWE) ? Out : 8'hZZ;
    always@(posedge CLK) begin                
        if (BUS_WE) begin
            VGABusWE <= 1'b0;                         
            if (BUS_ADDR == VGABaseAddress) begin          
                FrameBuffer_WE <= 1'b0;           
                ADDR_FB[7:0] <= BUS_DATA;         
            end                                                     
            else if (BUS_ADDR == VGABaseAddress + 1) begin  
                FrameBuffer_WE <= 1'b0;        
                ADDR_FB[14:8] <=  120 - BUS_DATA ;   
            end                                
            else if (BUS_ADDR == VGABaseAddress +2) begin  
                FrameBuffer_WE <= 1'b1;        
                Pixel_data <= BUS_DATA[0];     
            end                                
            else                               
                FrameBuffer_WE <= 1'b0;
        end else begin
                if (BUS_ADDR >= VGABaseAddress & BUS_ADDR < VGABaseAddress + 3)
                    VGABusWE <= 1'b1;
                else
                    VGABusWE <= 1'b0;
                FrameBuffer_WE <= 1'b0;
            end     
            Out <= Data_FB;
   end
endmodule
`timescale 1ns / 1ps
module VGA_Sig_Gen(
    input CLK,
    input RESET,
    input [15:0] CONFIG_COLOURS,
    output DPR_CLK,
    output [14:0] VGA_ADDR,
    input VGA_DATA,
    output reg VGA_HS,
    output reg VGA_VS, 
    output [7:0] VGA_COLOUR
 );
    reg [1:0] CLK_Counter;
    reg VGA_CLK;
    always@(posedge CLK) begin
        if(RESET) begin
            VGA_CLK <= 0;
            CLK_Counter <= 0;
        end
        else begin
            if (CLK_Counter == 1) begin
                VGA_CLK <= ~VGA_CLK;
                CLK_Counter <= 0;
            end
            else
                CLK_Counter <= CLK_Counter + 1;
        end 
    end
    parameter HTs = 800;     
    parameter HTpw = 96;     
    parameter HTDisp = 640;  
    parameter Hbp = 48;      
    parameter Hfp = 16;      
    parameter VTs = 521;     
    parameter VTpw = 2;      
    parameter VTDisp = 480;  
    parameter Vbp = 29;      
    parameter Vfp = 10;      
    reg [9:0] HCounter;
    reg [9:0] VCounter;
    initial begin
        HCounter <= 0;
        VCounter <= 0;
    end
    always @(posedge VGA_CLK) begin
        if (RESET)
            HCounter <= 0;
        else begin
            if (HCounter == HTs - 1)
                HCounter <= 0;
            else
                HCounter <= HCounter + 1;
        end
    end
    always @(posedge VGA_CLK) begin
        if (RESET)
            VCounter <= 0;
        else begin
            if (HCounter == HTs - 1) begin
                if (VCounter == VTs - 1)
                    VCounter <= 0;
                else
                    VCounter <= VCounter + 1;
            end
            else
                VCounter <= VCounter;
        end  
    end  
    assign DPR_CLK = VGA_CLK;
    assign VGA_ADDR = {VCounter[8:2], HCounter[9:2]};
    always @(posedge VGA_CLK) begin
        if (HCounter >= (HTDisp + Hfp - 1) && HCounter < (HTDisp + Hfp + HTpw - 1))
            VGA_HS <= 0;
        else
            VGA_HS <= 1;
    end
    always @(posedge VGA_CLK) begin
        if (VCounter >= (VTDisp + Vfp - 1) && VCounter < (VTDisp + Vfp + VTpw - 1))
            VGA_VS <= 0;
        else
            VGA_VS <= 1;
    end
    reg [7:0] COLOUR_REG;
    always@(posedge VGA_CLK)begin
        if(HCounter < HTDisp && VCounter < VTDisp)begin
            if(VGA_DATA)
                COLOUR_REG <= CONFIG_COLOURS[15:8];
            else
                COLOUR_REG <= CONFIG_COLOURS[7:0];
        end
        else
            COLOUR_REG <= 8'h00;
    end
    assign VGA_COLOUR = COLOUR_REG;
endmodule
```
**flow/config.mk**
```make
export PLATFORM = sky130hd
export DESIGN_NAME = VGA_Controller
export DESIGN_NICKNAME = VGA_Controller
export VERILOG_FILES = /design/flow/design.v
export SDC_FILE = /design/flow/constraint.sdc
export NUM_CORES = 4
export LEC_CHECK = 1
export CORE_UTILIZATION = 40
export SYNTH_MEMORY_MAX_BITS = 65536
```
**flow/run.sh**
```bash
#!/bin/bash
# OpenROAD 26Q1-2900-gdf79404cd8, Yosys 0.63+post, stock flow scripts
make -C /OpenROAD-flow-scripts/flow DESIGN_CONFIG=/design/flow/config.mk WORK_HOME=/design/flow/orfs finish
```
**flow/constraint.sdc**
```tcl
current_design VGA_Controller

set clk_period 2.4
set clk_io_pct 0.2

create_clock -name clk0 -period $clk_period [get_ports {CLK}]

set non_clock_inputs [all_inputs -no_clocks]
set_input_delay [expr $clk_period * $clk_io_pct] -clock clk0 $non_clock_inputs
set_output_delay [expr $clk_period * $clk_io_pct] -clock clk0 [all_outputs]
```
==> flow_summary_export.csv <==
group,metric,value,unit
synth,async_reset_ff_frac,0,
synth,yosys_warnings,4,
synth,netlist_instances,190,
place,place_congestion,0.8511,
timing,count_of_unclocked_register_or_latch_pins,24,
synth,number_of_synthesized_flops_with_an_enable_pin,12,
synth,post_synth_num_cell_types,47,
status,flow.first_error,"[error] [KeplerFormal.cpp:679] Workflow failed: Iso has multiple drivers: .BUS_DATA0, BUS_DATA[0]$_DFF_P_.Q0",
synth,ys_cells,190,
die,dieWidth,72.64,um
cts,cell_at_the_root_of_the_clock_tree,"sky130_fd_sc_hd__clkbuf_8",
place,io_buffers,17,
die,chipHeight,72.64,um
place,detailed_place_hpwl,2.325,mm
synth,synth_flops,42,
synth,synth.cell_area,0.001996,mm2
cts,htree_levels,1,
synth,syn_avg_cell_area,10.50,um2
synth,yosys_most_used_dff,"sky130_fd_sc_hd__dfxtp_1",
place,dp_cells,265,
status,status,"aborted with a tool error",
cts,hold_buffers,0,
die,num_rows,25,
status,lastStage,"clock tree synthesis (4_1_cts)",
synth,synth.yosys.seq_area_share,0.4815,
cts,clk_path_buf_depth,2,
cts,post_cts_resized,0,
die,top_level_ports,29,
synth,yosys.stat.chipArea,0.001996,mm2
die,fp_util,0.4197,
cts,numCtsBuffers,3,
cts,post-cts-setup-buffers,0,
timing,untimed_endpoints,31,
cell families after synthesis:
logic type,Yosys count,synth area share
AND/OR/NAND/NOR,80,0.2357
flip-flops,42,0.4815
other,1,0.001879
AND-OR/OR-AND,20,0.06583
adder cells (fa/ha/maj),5,0.03135
buffers and inverters,25,0.07962
XOR/XNOR,11,0.04827
multiplexers,6,0.05580
per-stage QoR:
| step | cell area, um2 | hold WS, ps | setup slack (ps) | util |
|---|---|---|---|---|
| 2_1_floorplan | 2029 | 309.6 | 881.5 | - |
| 3_5_place_dp | 2155 | 313.5 | 317.3 | 0.4532 |
| 3_3_place_gp | 2155 | 318.7 | 373.8 | 0.4532 |
Yosys cell counts, types with 2 or more instances:
| cell type | number | area [um2] |
|---|---|---|
| sky130_fd_sc_hd__a21oi_1 | 7 | 35.03 |
| sky130_fd_sc_hd__and2_1 | 2 | 12.51 |
| sky130_fd_sc_hd__and3_1 | 4 | 25.02 |
| sky130_fd_sc_hd__and4_1 | 2 | 17.52 |
| sky130_fd_sc_hd__buf_4 | 15 | 112.6 |
| sky130_fd_sc_hd__clkbuf_1 | 2 | 7.510 |
| sky130_fd_sc_hd__dfxtp_1 | 30 | 600.6 |
| sky130_fd_sc_hd__edfxtp_1 | 12 | 360.4 |
| sky130_fd_sc_hd__ha_1 | 5 | 62.56 |
| sky130_fd_sc_hd__inv_1 | 6 | 22.52 |
| sky130_fd_sc_hd__mux4_2 | 4 | 90.09 |
| sky130_fd_sc_hd__nand2_1 | 11 | 41.29 |
| sky130_fd_sc_hd__nand2b_1 | 3 | 18.77 |
| sky130_fd_sc_hd__nand3_1 | 8 | 40.04 |
| sky130_fd_sc_hd__nand4_1 | 3 | 18.77 |
| sky130_fd_sc_hd__nand4b_1 | 2 | 17.52 |
| sky130_fd_sc_hd__nor2_1 | 20 | 75.07 |
| sky130_fd_sc_hd__nor3_1 | 6 | 30.03 |
| sky130_fd_sc_hd__nor3b_1 | 3 | 22.52 |
| sky130_fd_sc_hd__o21ai_0 | 4 | 20.02 |
| sky130_fd_sc_hd__o31ai_1 | 2 | 15.01 |
| sky130_fd_sc_hd__o41ai_1 | 2 | 17.52 |
| sky130_fd_sc_hd__or3_1 | 3 | 18.77 |
| sky130_fd_sc_hd__or4b_1 | 2 | 20.02 |
| sky130_fd_sc_hd__xnor2_1 | 4 | 35.03 |
| sky130_fd_sc_hd__xor2_1 | 7 | 61.31 |
